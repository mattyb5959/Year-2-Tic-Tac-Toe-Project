**flow/design.v**
```verilog
module position_reg(clk, rst, illegal_move, PC_en, PL_en, pos1,pos2,pos3,pos4,pos5,pos6,pos7,pos8,pos9);
input clk, rst, illegal_move;
input [8:0] PC_en, PL_en;
output reg [1:0] pos1, pos2, pos3, pos4, pos5, pos6, pos7, pos8, pos9;
always@(posedge clk or posedge rst)
begin
 if(rst)
 pos1 <= 2'b00;
 else begin
 if(illegal_move==1'b1)
    pos1 <= pos1; 
   else if(PC_en[0]==1'b1)
    pos1 <= 2'b10;  
   else if (PL_en[0]==1'b1)
    pos1 <= 2'b01; 
   else 
    pos1 <= pos1; 
  end 
 end 
always@(posedge clk or posedge rst)
begin
 if(rst)
 pos2 <= 2'b00;
  else begin
   if(illegal_move==1'b1)
    pos2 <= pos2; 
   else if(PC_en[1]==1'b1)
    pos2 <= 2'b10;  
   else if (PL_en[1]==1'b1)
    pos2 <= 2'b01; 
   else 
    pos2 <= pos2; 
  end 
 end 
always@(posedge clk or posedge rst)
begin
 if(rst)
 pos3 <= 2'b00;
  else begin
   if(illegal_move==1'b1)
    pos3 <= pos3; 
   else if(PC_en[2]==1'b1)
    pos3 <= 2'b10;  
   else if (PL_en[2]==1'b1)
    pos3 <= 2'b01; 
   else 
    pos3 <= pos3; 
  end 
 end  
always@(posedge clk or posedge rst)
begin
 if(rst)
 pos4 <= 2'b00;
  else begin
   if(illegal_move==1'b1)
    pos4 <= pos4; 
   else if(PC_en[3]==1'b1)
    pos4 <= 2'b10;  
   else if (PL_en[3]==1'b1)
    pos4 <= 2'b01; 
   else 
    pos4 <= pos4; 
  end 
 end 
always@(posedge clk or posedge rst)
begin
 if(rst)
 pos5 <= 2'b00;
  else begin
   if(illegal_move==1'b1)
    pos5 <= pos5; 
   else if(PC_en[4]==1'b1)
    pos5 <= 2'b10;  
   else if (PL_en[4]==1'b1)
    pos5 <= 2'b01; 
   else 
    pos5 <= pos5; 
  end 
 end 
always@(posedge clk or posedge rst)
begin
 if(rst)
 pos6 <= 2'b00;
  else begin
   if(illegal_move==1'b1)
    pos6 <= pos6; 
   else if(PC_en[5]==1'b1)
    pos6 <= 2'b10;  
   else if (PL_en[5]==1'b1)
    pos6 <= 2'b01; 
   else 
    pos6 <= pos6; 
  end 
 end 
always@(posedge clk or posedge rst)
begin
 if(rst)
   pos7 <= 2'b00;
  else begin
   if(illegal_move==1'b1)
    pos7 <= pos7; 
   else if(PC_en[6]==1'b1)
    pos7 <= 2'b10;  
   else if (PL_en[6]==1'b1)
    pos7 <= 2'b01; 
   else 
    pos7 <= pos7; 
  end 
 end 
always@(posedge clk or posedge rst)
begin
 if(rst)
 pos8 <= 2'b00;
  else begin
   if(illegal_move==1'b1)
    pos8 <= pos8; 
   else if(PC_en[7]==1'b1)
    pos8 <= 2'b10;  
   else if (PL_en[7]==1'b1)
    pos8 <= 2'b01; 
   else 
    pos8 <= pos8; 
  end 
 end 
always@(posedge clk or posedge rst)
begin
 if(rst)
   pos9 <= 2'b00;
  else begin
   if(illegal_move==1'b1)
    pos9 <= pos9; 
   else if(PC_en[8]==1'b1)
    pos9 <= 2'b10;  
   else if (PL_en[8]==1'b1)
    pos9 <= 2'b01; 
   else 
    pos9 <= pos9; 
  end 
 end  
endmodule 
```
**flow/run.sh**
```bash
#!/bin/bash
# OpenROAD 26Q1-2900-gdf79404cd8, Yosys 0.63+post, stock flow scripts
make -C /OpenROAD-flow-scripts/flow DESIGN_CONFIG=/design/flow/config.mk WORK_HOME=/design/flow/orfs finish
```
**flow/constraint.sdc**
```tcl
current_design position_reg

set clk_period 1.0
set clk_io_pct 0.2

create_clock -name clk0 -period $clk_period [get_ports {clk}]

set non_clock_inputs [all_inputs -no_clocks]
set_input_delay [expr $clk_period * $clk_io_pct] -clock clk0 $non_clock_inputs
set_output_delay [expr $clk_period * $clk_io_pct] -clock clk0 [all_outputs]
```
**flow/config.mk**
```make
export PLATFORM = sky130hd
export DESIGN_NAME = position_reg
export DESIGN_NICKNAME = position_reg
export VERILOG_FILES = /design/flow/design.v
export SDC_FILE = /design/flow/constraint.sdc
export NUM_CORES = 4
export LEC_CHECK = 1
export CORE_AREA = 10 10 101 101
export DIE_AREA = 0 0 111 111
```
==> flow_metrics.py <==
# Physical implementation metrics
metrics = {
    "outcome": {
        "outcome": "finished, final reports clean",
    },
    "yosys": {
        "synth_area_per_cell_um2": 15.10,
        "largest_area_cell": "dfrtp_1",
        "yosys_area_um2": 875.8,
        "syn_area_um2": 875.8,
        "yosys.stat.seqShare_pct": 51.43,
        "syn_inst": 58,
        "area_leaders": "dfrtp_1 (51%), nand2b_4 (13%), a22oi_4 (12%), a22o_1 (8.0%), a22oi_2 (4.3%)",
        "ys_seq_elements": 18,
        "top_cell_area_share_pct": 51.43,
        "yosys_warnings": 1,
        "yosysCellCount": 58,
        "synth_cell_types": 12,
    },
    "critical_path": {
        "regToRegSetupSlack_ns": 0.10,
        "crit_buf_inv": 1,
        "crit_type": "register to primary output",
        "startpoint_type": "register",
        "critPathArrivalTime_ns": 0.76,
        "cpLargestDelayFamily": "flip-flops",
        "cp_cell_sequence": "buf_2",
        "max_stage_delay_ns": 0.38,
        "required_ns": 0.80,
        "worst-path-max-fanout": 2,
        "cpMaxStageDelayCell": "dfrtp_1",
        "critPathCaptureType": "primary output",
    },
    "sta": {
        "finClkSkew_ns": 0,
        "layout_min_cycle_time_ns": 0.9553,
        "clock.fmax_mhz": 1047,
        "setup_violations": 0,
        "worstMarginPinSlew_ns": 0.2179,
        "period_used_pct": 95.53,
        "grt_setup_unrepaired": "true",
        "max-slew-margin-rel_pct": 85.46,
        "report.final.slew_viol_count": 0,
        "hold_viol_final": 0,
    },
    "cells_and_area": {
        "areaGrowthSynthToFinish_pct": 61.71,
        "final_common_cell": "clkdlybuf4s50_1",
        "instances_no_fill": 215,
        "final_cell_mix": "clkdlybuf4s50_1 (19), buf_2 (18), dfrtp_1 (18)",
        "drive_above_1_share_pct": 46.36,
    },
    "grt": {
        "grt_max_degree": 19,
        "grt_antenna_before_repair": 0,
        "grt-ovfl-total": 0,
        "grt_pass1_wl_um": 3995,
        "grt_pass1_vias": 700,
        "track_usage_pct": 4.126,
    },
    "detailed_routing": {
        "antenna_cells": 0,
        "wl_um": 2489,
        "dr.pass1.iters": 3,
        "wl_per_cell_um": 11.58,
        "drc": 0,
        "viasPerCell": 2.749,
        "ant_nets": 0,
        "first_iter_violations": 21,
        "vias": 591,
    },
    "clock_network": {
        "clock.latency.late_pin_ns": 0.24,
        "cts_tree": "built",
        "cts.root.buffer_cell": "clkbuf_8",
        "clk_path_buf_depth": 2,
        "numClockSinks": 18,
        "hold_buffers": 0,
        "numCtsBuffers": 3,
        "ctsHtreeMaxLevel": 1,
        "path_clk_slew_ns": 0.07,
    },
    "hold_path": {
        "hold_path_class": "input pin to asynchronous set/reset pin",
    },
    "placed_design": {
        "numPortBuffers": 38,
        "gp_congestion": 0.7222,
        "post-place-cells": 207,
        "hpwl_um": 2000,
    },
    "job": {
        "maxCapViolCount": 0,
        "tool_warnings": 26,
    },
    "pwr": {
        "p_leak_uw": 0.0006635,
        "p_per_area_nw_per_um2": 1278,
        "peakVddDrop_mv": 0.4537,
        "finalPower_uw": 1810,
    },
    "die": {
        "dieArea_um2": 12320,
        "fp-utilization_pct": 10.77,
        "boundaryPins": 39,
        "num_rows": 33,
        "die_w_um": 111,
        "die_y_um": 111,
        "core_area_um2": 8134,
    },
}
[per-stage QoR]
step	cell area (um2)	utilization [%]	hold WS, ns	worst slack, ns	setup TNS, ns
floorplan	875.8	-	0.1386	0.2423	0
global placement	1429	17.57	0.4980	-0.3948	-6.448
detailed placement	1429	17.57	0.4991	-0.4040	-6.442
CTS	1416	17.41	0.2653	0.02113	0
global route	1416	17.41	0.2769	-0.0005759	-0.0005759
finish	1416	17.41	0.2698	0.04472	0
[kinds of logic after synthesis]
family / after synthesis / share of synthesized area (%)
AOI/OAI and AO/OA: 18 / 26.43
DFF: 18 / 51.43
and+or+nand+nor: 9 / 13.29
buffers and inverters: 13 / 8.858
[power by group]
group	switching (uW)	total [uW]	internal [uW]	leakage (uW)
clock	230	497	267	0.0000216
sequential	40.4	852	812	0.000210
combinational	165	461	296	0.000432
[path summary, 6_finish.rpt]
path,to,cells past startpoint,from
max,pos7[1],1,pos7[1]
min,pos3[0],3,rst
max reg2reg,pos6[1],3,pos6[1]
min reg2reg,pos3[1],1,pos3[1]
max in group asynchronous,pos5[0],3,rst
min in group clk0,pos3[1],1,pos3[1]
[Yosys cell counts]
master and n:
dfrtp_1 18, inv_1 10, a22o_1 8, nand2b_4 8
a22oi_4 5, a22oi_2 3, a2bb2oi_1 1, buf_12 1
buf_6 1, inv_6 1, nor2b_1 1, o2bb2ai_1 1
[final cells by class]
cell class | instances | area [um2]
Timing Repair Buffer | 51 | 399.1
Tap cell | 105 | 131.4
Inverter | 11 | 46.29
Fill cell | 896 | 6718
Multi-Input combinational cell | 27 | 347.8
Sequential cell | 18 | 450.4
Clock buffer | 3 | 41.29
[registers in the layout, indices dropped and copies added, names as in the netlist]
signal,cells
pos9,2
pos1,2
pos3,2
pos4,2
pos6,2
pos2,2
pos5,2
pos7,2
pos8,2
[repair_timing]
item	4_1_cts	5_1_grt
setup buffers	5	0
gates resized	62	0
endpoints found under the setup margin	33	1
[tightest hold or removal path: stages]
cell and delay [ns]:
clkdlybuf4s50_1 0.40, inv_1 0.09, buf_12 0.17
[routing by layer]
metal	part of all wire, %	routed length (um)	track usage (%)	vias up
li1	-	-	-	305
met1	50	1234	5.669	257
met2	43	1066	6.289	27
met3	7.2	179	1.587	2
met4	0.32	8	0.1736	0
met5	0	0	0	-
Power figures rest on the tool's default switching activity, not on a simulated workload.
