==> ./design.v <==
module win_detect_sub(pos0,pos1,pos2, win, winner);
input [1:0] pos0, pos1, pos2;
output wire win;
output wire [1:0] winner;
wire [1:0] temp0, temp1, temp2;
wire temp3;
assign temp0[1] = !(pos0[1]^pos1[1]);
assign temp0[0] = !(pos0[0]^pos1[0]);
assign temp1[1] = !(pos2[1]^pos1[1]);
assign temp1[0] = !(pos2[0]^pos1[0]);
assign temp2[1] = temp0[1] & temp1[1];
assign temp2[0] = temp0[0] & temp1[0];
assign temp3 = pos0[1] | pos0[0];
assign win = temp3 & temp2[1] & temp2[0];
assign winner[1] = win & pos0[1];
assign winner[0] = win & pos0[0];
endmodule
module win_detector(pos1, pos2, pos3, pos4, pos5, pos6, pos7, pos8, pos9, win, winner);
input [1:0] pos1, pos2, pos3, pos4, pos5, pos6, pos7, pos8, pos9;
output wire win;
output wire [1:0] winner;
wire w1,w2,w3,w4,w5,w6,w7,w8;
wire [1:0] winner1, winner2, winner3, winner4, winner5, winner6, winner7, winner8;
win_detect_sub u1(pos1,pos2,pos3,w1,winner1); 
win_detect_sub u2(pos4,pos5,pos6,w2,winner2); 
win_detect_sub u3(pos7,pos8,pos9,w3,winner3); 
win_detect_sub u4(pos1,pos4,pos7,w4,winner4); 
win_detect_sub u5(pos2,pos5,pos8,w5,winner5); 
win_detect_sub u6(pos3,pos6,pos9,w6,winner6); 
win_detect_sub u7(pos1,pos5,pos9,w7,winner7); 
win_detect_sub u8(pos3,pos5,pos6,w8,winner8); 
assign winner = (((((((w1 | w2) | w3) | w4) | w5) | w6) | w7) | w8);
assign who = (((((((winner1 | winner2) | winner3) | winner4) | winner5) | winner6) | winner7) | winner8);
endmodule
==> ./run.sh <==
#!/bin/bash
# OpenROAD 26Q1-2900-gdf79404cd8, Yosys 0.63+post, stock flow scripts
make -C /OpenROAD-flow-scripts/flow DESIGN_CONFIG=/design/flow/config.mk WORK_HOME=/design/flow/orfs finish
==> ./config.mk <==
export PLATFORM = sky130hd
export DESIGN_NAME = win_detector
export DESIGN_NICKNAME = win_detector
export VERILOG_FILES = /design/flow/design.v
export SDC_FILE = /design/flow/constraint.sdc
export NUM_CORES = 4
export LEC_CHECK = 1
export CORE_AREA = 10 10 70 70
export DIE_AREA = 0 0 80 80
==> ./constraint.sdc <==
current_design win_detector

set clk_period 2.1
set clk_io_pct 0.2

create_clock -name clk0 -period $clk_period

set non_clock_inputs [all_inputs -no_clocks]
set_input_delay [expr $clk_period * $clk_io_pct] -clock clk0 $non_clock_inputs
set_output_delay [expr $clk_period * $clk_io_pct] -clock clk0 [all_outputs]
==> run summary <==
Notes on the flow outputs.

- The total I/O pin count reads 21.
- The post-detailed-route wirelength per cell is 11.3 um.
- The DRC violation total after the first TritonRoute iteration is 20.
- The number of clock-tree buffers in the layout reads 0.
- The post-layout minimum cycle time is 2.01 ns.
- The total area of multi-input combinational cells reads 340 um^2.
- The most used cell along the critical path is sky130_fd_sc_hd__o21ai_1.
- After Yosys synthesis, full adders, half adders and majority gates account for 0% of the synthesized area.
- The flop count is 0.
- Total power normalized to cell area comes to 154 nW/um^2.
- For the worst setup path, the data arrival time is 1.59 ns.
- The total non-filler cell area in the finished layout reads 643 um^2.
- The peak supply drop reads 0.0000277 V.
- Ranked by total cell area, the synthesized netlist is headed by sky130_fd_sc_hd__nor3_1, sky130_fd_sc_hd__and3_1, sky130_fd_sc_hd__o2111ai_1.
- Across every metal layer, demand over resource in global routing totals 4.29%.
- The detailed-placement wirelength estimate is 1280 um.
- After layout, the worst setup slack is 0.0930 ns.
- Data on the critical path is required at its endpoint by 1.68 ns.
- The global route total overflow reads 0.
- The instance count of the mapped netlist is 53.
- In this run the maximum-capacitance check reported violations numbering 0.
- The share of synthesized area spent on multiplexers is 0%.
- The total of hold buffers inserted after clock tree synthesis is 0.
- The number of warnings the tools reported is 32.
- The area fraction in compound gates is 28.5%.
- Per the finish-stage timing summary, setup violations number 0.
- The chip occupies 6400 um^2.
- The critical path's largest stage delay reads 0.48 ns.
- The area added between synthesis and finish reads 101%.
- The total chip power reads 98.9 uW.
- The number of global-route vias before repair was 486.
- The portion of synthesized cell area occupied by the leading cell type is 15.6%.
- The layout summary lists the proportion of cells stronger than drive strength 1 as 45.2%.
- The detailed-route via count reads 533.
- The area occupied by registers is 0 um^2.
- The final-layout worst hold slack is 1.25 ns.
- The parity-gate share of the synthesized area counting xor and xnor cells reads 0%.
- The detailed-route vias per instance is 4.10.
- The count of final max-slew check failures is 0.
- Counting tap cells, the placed design contains a total of 130 instances.
- The placer congestion estimate reads 0.876.
- The startpoint type of the worst setup path reads a primary input.
- The worst setup slack before clock tree synthesis is -0.576 ns.
- The number of iterations in the first detailed-routing pass is 4.
- In the post-synthesis netlist, the cell with the most instances is sky130_fd_sc_hd__nor3_1.
- The number of cells in Yosys stat reads 53.
- The tally of nets with antenna violations remaining after routing reads 0.
- After synthesis, the most frequently instantiated cells are sky130_fd_sc_hd__nor3_1, sky130_fd_sc_hd__and3_1.
- The vertical die size is 80 um.
- According to the floorplan log, the row count is 21.
- The area fraction in and, or, nand and nor cells reads 59.8%.
- The sequential area share after synthesis is 0%.
- The core region is 3420 um^2.
- The yosys warning tally is 2.
- The cell at the slowest stage of the critical path is sky130_fd_sc_hd__or4b_4.
- The class of the most critical setup path is primary input to primary output.
- The yosys stat chip area is 320 um^2.
- sky130_fd_sc_hd__nor3_1 takes more of the synthesized area than any other cell.
- The number of diodes is 0.
- The critical path capture point type is a primary output.
- The post-synth design cell area is 320 um^2.
- The sum of routed wire length over all layers is 1470 um.
- The report lists the cells along the critical path as dlygate4sd2_1, or4b_4, o21ai_1, nor4_1, o21ai_1, buf_2.
- Per the detail_route report, DRC violations left total 0.
- The count of cell types in the netlist is 22.
- The final hold violation count is 0.
- The effective utilization at floorplan reads 9.38%.
- The chip width is 80 um.
- Of the available clock period, the critical path in the final layout requires 95.6%.
- The number of buffer cells added on primary ports is 19.
- The average cell area after synthesis is 6.04 um^2.
- The placement stage leaves a total instance area of 651 um^2.
- The maximum operating frequency reads 498 MHz.
- The classification of the worst-slack hold path is primary input to primary output.
- The leakage power reads 0.299 nW.
- The run finished with clean final reports.
- The largest fanout on the critical path is 4.
- The final standard cell count with taps included and fillers excluded is 130.
- The largest net degree at the start of global routing is 8.
- The fill cell instance count of the final layout is 396.
- The prevailing logic family in the synthesized netlist reads simple AND/OR/NAND/NOR gates.
- The initial antenna violation count is 0.
- The wire length of the first global-routing pass is 2310 um.
[routing by layer]
layer | vias up | part of all wire (%) | track usage [%]
met2 | 13 | 48 | 7.46
li1 | 279 | - | -
met1 | 241 | 43 | 5.34
met3 | 0 | 8.1 | 1.36
met5 | - | 0 | 0
met4 | 0 | 0 | 0
[cell families (layout without fill, tap and decap cells)]
kind of cell	after synthesis	in the layout
compound gates	14	14
buf+inv	5	35
other cells	1	2
simple gates	33	33
[placed cells by master (no fill, tap or decap)]
cell / Yosys / routed
sky130_fd_sc_hd__buf_4: 2 / 14
sky130_fd_sc_hd__nor3_1: 10 / 10
sky130_fd_sc_hd__clkbuf_2: 0 / 9
sky130_fd_sc_hd__and3_1: 7 / 4
sky130_fd_sc_hd__dlygate4sd2_1: 0 / 4
sky130_fd_sc_hd__nand3_1: 3 / 3
sky130_fd_sc_hd__a31oi_1: 3 / 3
sky130_fd_sc_hd__nor2_1: 3 / 3
sky130_fd_sc_hd__and3_4: 0 / 3
sky130_fd_sc_hd__o22ai_2: 0 / 3
sky130_fd_sc_hd__inv_1: 2 / 2
sky130_fd_sc_hd__o21ai_0: 2 / 2
sky130_fd_sc_hd__nor2b_1: 2 / 2
sky130_fd_sc_hd__o21ai_1: 2 / 2
sky130_fd_sc_hd__and3_2: 2 / 2
sky130_fd_sc_hd__o2111ai_2: 0 / 2
sky130_fd_sc_hd__conb_1: 1 / 2
sky130_fd_sc_hd__buf_2: 0 / 2
sky130_fd_sc_hd__clkdlybuf4s15_1: 0 / 2
sky130_fd_sc_hd__clkdlybuf4s15_2: 0 / 2
sky130_fd_sc_hd__a22oi_1: 1 / 1
sky130_fd_sc_hd__nand2_1: 1 / 1
sky130_fd_sc_hd__nor4b_1: 1 / 1
sky130_fd_sc_hd__nand4b_1: 1 / 1
sky130_fd_sc_hd__or4b_4: 0 / 1
sky130_fd_sc_hd__nand4_1: 1 / 1
sky130_fd_sc_hd__o2111ai_1: 3 / 1
sky130_fd_sc_hd__nor4_1: 1 / 1
[worst paths after layout]
path / from / to / slack (ns) / cells past startpoint
worst min-delay path: pos3[1] / winner[0] / 1.25 / 4
worst max-delay path: pos6[0] / winner[0] / 0.09 / 6
[critical path, delay by kind of cell]
family          cells  cell delay, ns
buf+inv             2            0.40
simple gates        2            0.54
compound gates      2            0.22
[what timing repair did]
action / 4_1_cts / 5_1_grt
endpoints found under the hold margin: 0 / 0
setup endpoints to repair: 1 / 1
setup buffers: 0 / 0
pin swaps: 3 / 5
gates resized: 31 / 26
gates cloned: 0 / 0
[where the power goes]
| group | total, mW | switching (mW) | internal (mW) |
|---|---|---|---|
| clock | 0 | 0 | 0 |
| sequential | 0 | 0 | 0 |
| combinational | 0.0989 | 0.0454 | 0.0535 |
| total | 0.0989 | 0.0454 | 0.0535 |
[per-stage QoR]
stage               setup TNS, ns  utilization (%)
floorplan                       0                -
global placement           -0.566             19.0
detailed placement         -0.576             19.0
CTS                             0             18.9
global route            -0.000974             18.8
finish                          0             18.8
[layout make-up]
class	instances	share of cell area, %
Inverter	2	1.17
Multi-Input combinational cell	49	52.9
Tap cell	46	8.95
Timing Repair Buffer	33	37.0
Power is estimated from default activity; no workload was simulated.
