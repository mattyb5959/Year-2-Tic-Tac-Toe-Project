<file path="flow/design.v">
module illegal_move_detector(pos1,pos2,pos3,pos4,pos5,pos6,pos7,pos8,pos9, PC_en, PL_en, illegal_move);
input [1:0] pos1,pos2,pos3,pos4,pos5,pos6,pos7,pos8,pos9;
input[8:0] PC_en, PL_en;
output wire illegal_move;
wire temp1,temp2,temp3,temp4,temp5,temp6,temp7,temp8,temp9;
wire temp11,temp12,temp13,temp14,temp15,temp16,temp17,temp18,temp19;
wire temp21,temp22;
assign temp1 = (pos1[1] | pos1[0]) & PL_en[0];
assign temp2 = (pos2[1] | pos2[0]) & PL_en[1];
assign temp3 = (pos3[1] | pos3[0]) & PL_en[2];
assign temp4 = (pos4[1] | pos4[0]) & PL_en[3];
assign temp5 = (pos5[1] | pos5[0]) & PL_en[4];
assign temp6 = (pos6[1] | pos6[0]) & PL_en[5];
assign temp7 = (pos7[1] | pos7[0]) & PL_en[6];
assign temp8 = (pos8[1] | pos8[0]) & PL_en[7];
assign temp9 = (pos9[1] | pos9[0]) & PL_en[8];
assign temp11 = (pos1[1] | pos1[0]) & PC_en[0];
assign temp12 = (pos2[1] | pos2[0]) & PC_en[1];
assign temp13 = (pos3[1] | pos3[0]) & PC_en[2];
assign temp14 = (pos4[1] | pos4[0]) & PC_en[3];
assign temp15 = (pos5[1] | pos5[0]) & PC_en[4];
assign temp16 = (pos6[1] | pos6[0]) & PC_en[5];
assign temp17 = (pos7[1] | pos7[0]) & PC_en[6];
assign temp18 = (pos8[1] | pos8[0]) & PC_en[7];
assign temp19 = (pos9[1] | pos9[0]) & PC_en[8];
assign temp21 =((((((((temp1 | temp2) | temp3) | temp4) | temp5) | temp6) | temp7) | temp8) | temp9);
assign temp22 =((((((((temp11 | temp12) | temp13) | temp14) | temp15) | temp16) | temp17) | temp18) | temp19);
assign illegal_move = temp21 | temp22 ;
endmodule 
</file>
<file path="flow/run.sh">
#!/bin/bash
# OpenROAD 26Q1-2900-gdf79404cd8, Yosys 0.63+post, stock flow scripts
make -C /OpenROAD-flow-scripts/flow DESIGN_CONFIG=/design/flow/config.mk WORK_HOME=/design/flow/orfs finish
</file>
<file path="flow/config.mk">
export PLATFORM = sky130hd
export DESIGN_NAME = illegal_move_detector
export DESIGN_NICKNAME = illegal_move_detector
export VERILOG_FILES = /design/flow/design.v
export SDC_FILE = /design/flow/constraint.sdc
export NUM_CORES = 4
export LEC_CHECK = 1
export CORE_AREA = 10 10 70 70
export DIE_AREA = 0 0 80 80
</file>
<file path="flow/constraint.sdc">
current_design illegal_move_detector

set clk_period 1.0
set clk_io_pct 0.2

create_clock -name clk0 -period $clk_period

set non_clock_inputs [all_inputs -no_clocks]
set_input_delay [expr $clk_period * $clk_io_pct] -clock clk0 $non_clock_inputs
set_output_delay [expr $clk_period * $clk_io_pct] -clock clk0 [all_outputs]
</file>
==> impl_metrics.ini <==
; generated from flow reports
[outcome]
outcome = finished, violations left
violations = negative setup slack

[layout]
mostFrequentLayoutCell = buf_2
clkbuf_count = 0
seq_cell_count = 0
synthToLayoutAreaGrowth_pct = 385
seq_area_um2 = 0
drive_above_1_share_pct = 86.0
combGateArea_um2 = 121
fill_cells = 402
fin_cells = 96
most-common-layout-cells = buf_2, o22ai_2, buf_6

[routing]
antenna_left = 0
num_antenna_cells = 0
drt-pass1-iter-count = 2
drtIter0Drc = 3
wirelength_um = 1110
wl_per_cell_um = 11.5
drc = 0
vias_per_cell = 2.93
via_count = 281

[placed_design]
portBuffers = 37
dpl.cell_count = 96
gp_congestion = 0.942
dp_hpwl_um = 998
pre_cts_ws_ns = -0.895

[synth]
ys_chip_area_um2 = 83.8
syn_area_per_cell_um2 = 6.45
mappedNetlistArea_um2 = 83.8
synth_stat.cells = 13
yosys.stat.seqShare_pct = 0
synth_cell_type_count = 6
netlist_instances = 13
yosys_warnings = 0

[timing]
drv_slew = 0
worst_slack_ns = -0.187
max_freq_ghz = 0.842
tns_ns = -0.187
finalCritPeriodShare_pct = 119
rsz0062_at_grt = true
fin_crit_ns = 1.19
relSlewSlack_pct = 90.8
hold_viol_final = 0
setup_viol = 1
tightest_slew_ns = 0.138

[floorplanning]
dieArea_mm2 = 0.00640
die_h_um = 80
row_count = 21
io_pins = 37
fp_util_pct = 2.45
die_w_um = 80
core_mm2 = 0.00342

[grt]
grt_use_met1_pct = 3.16
grt_pass1_wl_um = 1480
grtUsageTotal_pct = 2.84
busiest_layer = met2
antenna_found_initial = 0
grt_overflow_total = 0
grt_max_degree = 2
use_met2_pct = 4.98
grt_pass1_vias = 307
grt_util_met3_pct = 1.48

[worst_setup_path]
cp.arrival_ns = 0.99
start_kind = input pin
critPathRequiredTime_ns = 0.80
cp-end-kind = output port
crit_type = in -> out
crit_path_max_fanout = 1

[worst_hold_path]
hp-class = in -> out

[run]
warning_count = 34
cap_violations = 0

[pwr]
vdd_drop_max_mv = 0.0275
leakagePower_nw = 0.191
pwr_density_cell_mw_per_mm2 = 318
cells in the mapped netlist:
master | count | area, um2
nand4_1 | 1 | 6.26
nand2_1 | 1 | 3.75
o22ai_2 | 1 | 12.5
nand3_1 | 1 | 5.00
or3_1 | 1 | 6.26
o22ai_1 | 8 | 50.1
critical path, cell delays in order:
cell and delay, ns:
clkdlybuf4s15_1 0.17, o22ai_2 0.09, nand4_1 0.10, or3_1 0.30, buf_2 0.12
routing by layer:
layer / vias up / routed length, um / share of wire (%)
met5: - / 0 / 0
met4: 0 / 0 / 0
met3: 0 / 193 / 17
met2: 29 / 432 / 39
met1: 117 / 480 / 43
li1: 135 / - / -
cell type report:
type / count / area share [%]
Multi-Input combinational cell: 13 / 29.8
Tap cell: 46 / 14.2
Timing Repair Buffer: 37 / 56.0
metrics by stage:
step | total power, mW | area (um2) | utilization (%) | hold slack (ns)
CTS | 0.123 | 395 | 11.6 | 0.789
finish | 0.129 | 407 | 11.9 | 0.770
detailed placement | 0.170 | 512 | 15.0 | 1.54
global route | 0.138 | 407 | 11.9 | 0.801
floorplan | 0.0225 | 83.8 | - | 0.549
global placement | 0.168 | 512 | 15.0 | 1.53
repair_timing:
action,4_1_cts,5_1_grt
gates resized,116,9
setup endpoints to repair,1,1
setup buffers,0,0
pin swaps,13,9
hold buffers,0,0
endpoints found under the hold margin,0,0
worst paths after layout:
kind	from	endpoint	cells after the start	slack [ns]
max	PC_en[2]	illegal_move	5	-0.19
min	PL_en[7]	illegal_move	5	0.77
where the power goes:
group / switching [mW] / internal (mW) / leakage [nW] / total [mW]
Combinational: 0.0399 / 0.0893 / 0.191 / 0.129
Sequential: 0 / 0 / 0 / 0
Clock: 0 / 0 / 0 / 0
Total: 0.0399 / 0.0893 / 0.191 / 0.129
cells by family after synthesis:
logic type	after synthesis	synth area share, %
compound gates	9	74.6
simple gates	4	25.4
Power figures rest on the tool's default switching activity, not on a simulated workload.
